### /design/flow/run.sh
#!/bin/bash
# OpenROAD 26Q1-2900-gdf79404cd8, Yosys 0.63+post, stock flow scripts
make -C /OpenROAD-flow-scripts/flow DESIGN_CONFIG=/design/flow/config.mk WORK_HOME=/design/flow/orfs finish
### /design/flow/config.mk
export PLATFORM = sky130hd
export DESIGN_NAME = mem_bank_2rw_mask_80
export DESIGN_NICKNAME = mem_bank_2rw_mask_80
export VERILOG_FILES = /design/flow/design.v
export SDC_FILE = /design/flow/constraint.sdc
export NUM_CORES = 4
export LEC_CHECK = 1
export CORE_UTILIZATION = 40
### /design/flow/constraint.sdc
current_design mem_bank_2rw_mask_80

set clk_period 78.3
set clk_io_pct 0.2

create_clock -name clk0 -period $clk_period

set non_clock_inputs [all_inputs -no_clocks]
set_input_delay [expr $clk_period * $clk_io_pct] -clock clk0 $non_clock_inputs
set_output_delay [expr $clk_period * $clk_io_pct] -clock clk0 [all_outputs]
### /design/flow/design.v
module mem_bank_2rw_mask_80
(
    input                 RW0_clk,          
    input                 RW0_en,           
    input                 RW0_wmode,        
    input  [4:0]          RW0_addr,         
    input  [79:0]         RW0_wmask,
    input  [79:0]         RW0_wdata,        
    output [79:0]         RW0_rdata,        
    input                 RW1_clk,          
    input                 RW1_en,           
    input                 RW1_wmode,        
    input  [4:0]          RW1_addr,         
    input  [79:0]         RW1_wmask,
    input  [79:0]         RW1_wdata,        
    output [79:0]         RW1_rdata         
);
  logic [79:0] reg_file [0:31];
  always_ff @(posedge RW0_clk || RW1_clk)
  begin
    if (RW0_wmode)
    begin
      for (int i = 0; i < 80; i = i + 1)
      begin
        if (RW0_wmask[i/8])
          reg_file[RW0_addr][i] <= RW0_wdata[i];
      end
    end
    if (RW1_wmode && (RW1_addr != RW0_addr))
    begin
      for (int i = 0; i < 80; i = i + 1)
      begin
        if (RW1_wmask[i/8])
          reg_file[RW1_addr] <= RW1_wdata;
      end
    end
  end
  assign RW0_rdata = reg_file[RW0_addr];  
  assign RW1_rdata = reg_file[RW1_addr];  
endmodule
==> GITHUB_STEP_SUMMARY <==
## Implementation flow summary

| Metric | Value |
|---|---|
| Status | complete, no violations |
| Dpl ws | 41.18 ns |
| Tcrit/Tclk final | 47.2% |
| Filler instances | 31.8k |
| Vias in the first global route | 100k |
| Peak supply drop | 0.00430 mV |
| Hold buffer count at cts | 0 |
| Post-synth top area share | 51.6% |
| Final Hold Vio Count | 0 |
| Global route overflow | 0 |
| Crit path buf inv count | 7 |
| Tmin final | 36.95 ns |
| Synth Cell Area | 149000 um^2 |
| Register pins left without a clock | 2560 |
| Final setup margin | 41.35 ns |
| # IOs | 496 |
| Async S/R FF share, synth | 0% |
| Dpl hpwl | 357000 um |
| Post-synth top cells | edfxtp_1, mux2_2, mux4_2 |
| Endpoints left unconstrained | 5120 |
| GP Congestion | 0.935 |
| Port Buffer Count | 354 |
| Antenna Nets Post-Route | 0 |
| Worst Setup Start Kind | input port |
| Synth Seq Share | 51.6% |
| Synthesized instance count | 8888 |
| Slowest CP cell | buf_4 |
| # DRC | 0 |
| Post-synth top area cell | edfxtp_1 |
| 1st-iter DRT viols | 6706 |
| GRT Total Usage | 32.1% |
| Critical path class | input port to output pin |
| Die Ht | 612 um |
| Total negative setup slack | 0 ns |
| Dpl cells | 13.7k |
| Num rows | 223 |
| Worst setup EP type | output pin |
| Yosys Instances | 8888 |
| Antenna violations before repair | 40 |
| Worst path top cell family by delay | buffers and inverters |
| Post-CTS setup buffer count | 0 |
| Tightest Hold Check Type | input port to output pin |
| FP Util | 40.3% |
| Via count | 92.0k |
| First-pass GRT wire length | 771000 um |
| Fin util | 43.2% |
| Fmax | 27.1 MHz |
| # resized after CTS | 0 |
| Setup-failing EPs final | 0 |
| Worst slew pin tran | 1.31 ns |
| RSZ-0062 raised after global routing | false |
| Top reg by flops | reg_file |
| Largest net degree at the start of global routing | 201 |
| Critical path, cell by cell | buf_8 > buf_4 > buf_4 > buf_4 > buf_4 > buf_4 > mux4_2 > a22oi_1 > nand4_1 > clkdlybuf4s50_1 |
| Vias per cell | 6.70 |
| Arrival @ worst endpoint | 21.29 ns |
| Synth top area cells | edfxtp_1, mux4_2, mux2_2 |
| Crit path top cell by count | buf_4 |
| DR WL/cell | 40.6 um |
| Die width | 612 um |
| Area grow syn2layout | 7.10% |
| Synth cell types | 30 |
| Post-Route WL | 558000 um |
| Biggest regs | reg_file: 2560 flops |
| Slew margin rel. | 12.6% |
| Max-Cap Viols | 0 |
| Max FFs per register | 2560 |
| Top-count cell post-synth | edfxtp_1 |
| Crit path DRT | 62.64 ns |
| EDFF count, synth | 2560 |
| FF+latch count, synth | 2560 |
| Syn_area_per_cell | 16.8 um^2 |
| First-pass DRT Iterations | 5 |
| Static leakage | 0.0501 uW |
| Crit-path max cell delay | 0.73 ns |
| Pwr dens | 3.50 nW/um^2 |
| Yosys synthesis chip area | 149000 um^2 |
| Top_reg_cell synth | edfxtp_1 |
| Layout cell share with drive strength beyond 1 | 50.4% |
| Core area | 370000 um^2 |
| OpenROAD warning count | 214 |
| Slew Viols, Final | 0 |
| Non-filler cells in the finished layout | 13.7k |
| Syn. warnings | 1 |
| Die Area | 375000 um^2 |
| Maximum fanout along the worst path | 36 |
## kinds of logic after synthesis
family          after synthesis  share of synthesized area, %
mux                        3840                          38.9
flops                      2560                          51.6
buf+inv                    1255                          3.74
compound gates              992                          4.80
simple gates                236                         0.935
xor+xnor                      5                        0.0294
## cells in the final DEF (no fill, tap or decap), types with 3 or more instances in the layout
| cell type | instances |
|---|---|
| mux4_2 | 1280 |
| mux2_1 | 291 |
| diode_2 | 20 |
| mux2_2 | 2190 |
| nor3b_2 | 4 |
| buf_4 | 767 |
| o21ai_0 | 36 |
| a22oi_1 | 640 |
| buf_8 | 4 |
| nor3b_4 | 3 |
| clkdlybuf4s50_1 | 349 |
| mux2_4 | 79 |
| edfxtp_1 | 2560 |
| nand4_1 | 160 |
| buf_12 | 15 |
| nor2_4 | 3 |
| o2111ai_4 | 32 |
| o21ai_1 | 284 |
| nand2_2 | 33 |
| nand2_1 | 13 |
| and3b_4 | 4 |
| xnor2_1 | 5 |
## report_power, final
part / leakage (uW) / switching, uW / internal (uW)
clock: 0.000000164 / 0 / 0.00000418
combinational: 0.0268 / 240 / 181
sequential: 0.0233 / 9.87 / 127
total: 0.0501 / 250 / 308
## through the flow
stage | hold WS (ns) | total power, uW | cell area, um^2
6_report | 32.50 | 558 | 160000
5_1_grt | 32.55 | 582 | 160000
3_3_place_gp | 32.54 | 545 | 160000
2_1_floorplan | 31.94 | 433 | 149000
4_1_cts | 32.53 | 555 | 160000
3_5_place_dp | 32.53 | 553 | 160000
## cell type report
type | count | area, um^2 | share of cell area, %
Timing Repair Buffer | 1136 | 9620 | 6.03
Multi-Input combinational cell | 5073 | 66800 | 41.9
Antenna cell | 20 | 50.0 | 0.0314
Tap cell | 4950 | 6190 | 3.88
Sequential cell | 2560 | 76900 | 48.2
## layer usage
layer,track usage [%],routed length [um]
met1,36.5,175000
met4,13.6,31900
met2,45.2,248000
met3,24.7,101000
met5,4.77,2400
## worst paths after layout
kind                    start       endpoint  slack [ns]  cells past startpoint
hold / removal    RW0_addr[1]  RW0_rdata[48]       32.50                      5
setup / recovery  RW1_addr[0]  RW1_rdata[13]       41.35                     10
## tightest hold or removal path, delay by kind of cell
kind / cells / cell delay (ns)
multiplexers: 1 / 0.29
AND-OR/OR-AND: 1 / 0.06
AND/OR/NAND/NOR: 1 / 0.10
buffers and inverters: 2 / 0.67
Power is estimated from default activity; no workload was simulated.
