`/design/flow/config.mk`:
```
export PLATFORM = sky130hd
export DESIGN_NAME = mem_bank_1rw
export DESIGN_NICKNAME = mem_bank_1rw
export VERILOG_FILES = /design/flow/design.v
export SDC_FILE = /design/flow/constraint.sdc
export NUM_CORES = 4
export LEC_CHECK = 1
export CORE_UTILIZATION = 50
```
`/design/flow/constraint.sdc`:
```
current_design mem_bank_1rw

set clk_period 14.8
set clk_io_pct 0.2

create_clock -name clk0 -period $clk_period [get_ports {clk}]

set non_clock_inputs [all_inputs -no_clocks]
set_input_delay [expr $clk_period * $clk_io_pct] -clock clk0 $non_clock_inputs
set_output_delay [expr $clk_period * $clk_io_pct] -clock clk0 [all_outputs]
```
`/design/flow/design.v`:
```
module mem_bank_1rw #(
    parameter int REG_DEPTH = 4,   
    parameter int REG_WIDTH = 64   
)(
    input  logic                  clk,              
    input  logic                  reset,            
    input  logic                         RW0_wen,         
    input  logic [$clog2(REG_DEPTH)-1:0] RW0_addr,        
    input  logic [REG_WIDTH-1:0]         RW0_wmask,
    input  logic [REG_WIDTH-1:0]         RW0_wdata,       
    output logic [REG_WIDTH-1:0]         RW0_rdata        
);
  logic [REG_WIDTH-1:0] reg_file [0:REG_DEPTH-1];
  always_ff @(posedge clk) 
  begin
    if (reset) 
    begin
      for (int i = 0; i < REG_DEPTH; i++) 
      begin
          reg_file[i] <= '0;
      end
    end 
    else 
    begin
      if (RW0_wen) 
      begin
        for (int i = 0; i < REG_WIDTH; i = i + 1)
        begin
          if (RW0_wmask[i])
            reg_file[RW0_addr][i] <= RW0_wdata[i];
        end
      end
    end
  end
  assign RW0_rdata = reg_file[RW0_addr];
endmodule
```
`/design/flow/run.sh`:
```
#!/bin/bash
# OpenROAD 26Q1-2900-gdf79404cd8, Yosys 0.63+post, stock flow scripts
make -C /OpenROAD-flow-scripts/flow DESIGN_CONFIG=/design/flow/config.mk WORK_HOME=/design/flow/orfs finish
```
==> flow_metrics.py <==
# Generated from Yosys and OpenROAD reports
metrics = {
    "timing": {
        "setup_tns_ps": 0,
        "max_freq_mhz": 125,
        "relSlewSlack_pct": 45.8,
        "min_period_over_period_pct": 53.9,
        "post-route-min-period_ps": 7980,
        "worstMarginPinSlew_ps": 813,
        "drv_slew": 0,
        "setup_viol": 0,
        "finalHoldViolCount": 0,
        "rsz0062_at_grt": "no",
    },
    "synthesis": {
        "syn-cell-area_um2": 15000,
        "avgSynthCellArea_um2": 10.6,
        "simple_gate_share_pct": 19.9,
        "adder_share_pct": 0,
        "top_area_cell": "edfxtp_1",
        "yosys.area_share.aoi_pct": 14.4,
        "syn_inst": 1422,
        "synthTopLogicFamily": "simple AND/OR/NAND/NOR gates",
        "mux_area_share_pct": 9.59,
        "synth_chip_area_um2": 15000,
        "topCellsByArea": "edfxtp_1 (51%), mux4_2 (9.6%), nor3_1 (6.4%)",
        "ys_cells": 1422,
        "yosys_warnings": 1,
        "yosysTopAreaCellShare_pct": 51.2,
        "xor_area_share_pct": 0,
        "ys_types": 19,
        "synth_flops": 256,
        "ys_seq_share_pct": 51.2,
    },
    "cts": {
        "cts_tree": "yes",
        "holdBufCountCts": 0,
        "clock_sinks": 256,
        "clk_path_buf_depth": 3,
        "clk_pin_slew_worst_paths_ps": 60,
        "htree_levels": 1,
        "post_cts_buffers": 0,
        "ctsResizeCount": 0,
        "root_buffer": "clkbuf_16",
        "cts_buffers": 30,
    },
    "floorplan": {
        "fp_util_pct": 50.7,
        "die_h_um": 175,
        "ios": 197,
        "die-area_um2": 30800,
        "rows": 63,
        "core_area_um2": 29600,
        "die_w_um": 175,
    },
    "grt": {
        "grt_max_degree": 79,
        "grt_pass1_vias": 12000,
        "grt_pass1_wl_um": 68000,
        "grt_util_all_layers_pct": 31.0,
        "overflow": 0,
        "antenna_found_initial": 6,
    },
    "critical_path": {
        "crit_chain": "buf_4, buf_4, mux4_2, clkdlybuf4s50_1",
        "criticalPathCategory": "in2out",
        "required_ps": 11840,
        "critPathMaxFanout": 31,
        "crit_slowest_cell": "buf_4",
        "worstPathBufferInverterCount": 3,
        "crit_path_end_kind": "output pin",
        "critical-path-top-delay-family": "buffers and inverters",
        "start_kind": "primary input",
        "cp_data_arrival_time_ps": 5020,
        "cp_common_cell": "buf_4",
        "slowest_delay_ps": 620,
    },
    "routing": {
        "first_iter_violations": 847,
        "dr.pass1.iters": 5,
        "vias": 11900,
        "antenna_left": 0,
        "viasPerCell": 6.20,
        "routedWlPerCell_um": 22.5,
        "drt_wl_total_um": 43100,
        "drc_errors": 0,
    },
    "layout": {
        "area_growth_syn_to_layout_pct": 19.0,
        "largest-register": "reg_file",
        "layout.cells.non_filler": 1916,
        "drive_gt1_share_pct": 13.5,
        "top_regs": "reg_file: 256 flops",
        "largest_register_ffs": 256,
    },
    "hold_path": {
        "min_path_type": "in2reg",
    },
    "pwr": {
        "leakagePower_uw": 0.00561,
        "ir_worst_vdd_uv": 74.7,
        "pwr_density_cell_nw_per_um2": 102,
    },
    "placed_design": {
        "portBuffers": 196,
        "dp.cells": 1860,
        "gp_congestion": 0.829,
        "place_hpwl_um": 25000,
    },
    "flow_run": {
        "openroad.warnings": 26,
        "cap_violations": 0,
    },
    "outcome": {
        "status": "complete, no violations",
    },
}
==> placed cells by master, fill, tap and decap left out <==
cell and count:
edfxtp_1 256, diode_2 5, nor3_1 192, mux4_2 64
a31o_2 64, nor2_4 1, nand4_1 4, clkinv_2 3
a21oi_1 128, nand2_1 256, buf_6 2, or4_2 1
clkinvlp_4 1, nor4_4 1, clkdlybuf4s50_1 192, nor2b_4 2
buf_4 31, nor3b_1 64, nor4_1 16, nor2b_1 64
clkbuf_1 5, o21bai_1 128, nand2b_4 3, a21oi_4 1
clkinv_1 11, clkbuf_16 31
==> cell usage after synthesis <==
cell type and count:
a21oi_1 129, a31o_2 64, buf_1 19, buf_2 31
buf_6 6, clkbuf_1 121, edfxtp_1 256, mux4_2 64
nand2_1 256, nand2b_1 3, nand4_1 4, nor2_1 1
nor2b_1 66, nor3_1 192, nor3b_1 64, nor4_1 16
nor4_2 1, o21bai_1 128, or4_1 1
==> cell families (layout without fill, tap and decap cells) <==
group	count (synthesis)	in the layout
muxes	64	64
AOI/OAI and AO/OA	321	321
other	0	5
buffers and inverters	177	276
DFF	256	256
and+or+nand+nor	604	604
==> report_power, final <==
group          internal, uW  leakage (uW)  switching [uW]
Clock                   375      0.000417             291
Combinational           147       0.00272             139
Sequential              857       0.00247            17.9
Total                  1380       0.00561             448
==> per-layer routing <==
layer / GRT usage [%] / wire (um) / vias up / share of wire [%]
met5: 0 / 0 / - / 0
li1: - / - / 5468 / -
met4: 6.70 / 1060 / 0 / 2.4
met2: 46.2 / 20600 / 567 / 48
met1: 48.3 / 16900 / 5774 / 39
met3: 10.8 / 4510 / 73 / 10
==> layout make-up <==
| type | instances | area, um^2 |
|---|---|---|
| clock inverters | 15 | 63.8 |
| multi-input cells | 989 | 6660 |
| fillers | 2399 | 11800 |
| repair buffers | 225 | 2180 |
| diodes | 5 | 12.5 |
| well taps | 390 | 488 |
| flip-flops and latches | 256 | 7690 |
| clock buffers | 36 | 795 |
==> final timing paths <==
kind,from,endpoint,slack [ps],cells past startpoint
max,RW0_addr[0],RW0_rdata[62],6820,4
min,reset,reg_file[2][12],3070,2
==> through the flow <==
step / util [%] / hold slack (ps) / worst slack (ps) / instance area [um^2] / power [uW]
global route: 60.3 / 3070 / 6660 / 17900 / 1900
finish: 60.3 / 3070 / 6820 / 17900 / 1830
detailed placement: 57.4 / 3620 / 6760 / 17000 / 1180
floorplan: - / 3210 / 7480 / 15000 / 1030
CTS: 60.3 / 3040 / 6750 / 17900 / 1840
global placement: 57.4 / 3620 / 6770 / 17000 / 1170
Power figures rest on the tool's default switching activity, not on a simulated workload.
