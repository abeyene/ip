--- /design/flow/constraint.sdc ---
current_design mem_bank_2rw_mask

set clk_period 5.2
set clk_io_pct 0.2

create_clock -name clk0 -period $clk_period

set non_clock_inputs [all_inputs -no_clocks]
set_input_delay [expr $clk_period * $clk_io_pct] -clock clk0 $non_clock_inputs
set_output_delay [expr $clk_period * $clk_io_pct] -clock clk0 [all_outputs]
--- /design/flow/run.sh ---
#!/bin/bash
# OpenROAD 26Q1-2900-gdf79404cd8, Yosys 0.63+post, stock flow scripts
make -C /OpenROAD-flow-scripts/flow DESIGN_CONFIG=/design/flow/config.mk WORK_HOME=/design/flow/orfs finish
--- /design/flow/config.mk ---
export PLATFORM = sky130hd
export DESIGN_NAME = mem_bank_2rw_mask
export DESIGN_NICKNAME = mem_bank_2rw_mask
export VERILOG_FILES = /design/flow/design.v
export SDC_FILE = /design/flow/constraint.sdc
export NUM_CORES = 4
export LEC_CHECK = 1
export CORE_UTILIZATION = 30
--- /design/flow/design.v ---
module mem_bank_2rw_mask #(
    parameter int REG_DEPTH = 4,   
    parameter int REG_WIDTH = 64   
)(
    input                          RW0_clk,          
    input                          RW0_wmode,        
    input  [$clog2(REG_DEPTH)-1:0] RW0_addr,         
    input  [REG_WIDTH-1:0]         RW0_wmask,
    input  [REG_WIDTH-1:0]         RW0_wdata,        
    output [REG_WIDTH-1:0]         RW0_rdata,        
    input                          RW1_clk,          
    input                          RW1_wmode,        
    input  [$clog2(REG_DEPTH)-1:0] RW1_addr,         
    input  [REG_WIDTH-1:0]         RW1_wmask,
    input  [REG_WIDTH-1:0]         RW1_wdata,        
    output [REG_WIDTH-1:0]         RW1_rdata         
);
  logic [REG_WIDTH-1:0] reg_file [0:REG_DEPTH-1];
  always_ff @(posedge RW0_clk || RW1_clk)
  begin
    if (RW0_wmode)
    begin
      for (int i = 0; i < REG_WIDTH; i = i + 1)
      begin
        if (RW0_wmask[i])
          reg_file[RW0_addr][i] <= RW0_wdata[i];
      end
    end
    if (RW1_wmode && (RW1_addr != RW0_addr))
    begin
      for (int i = 0; i < REG_WIDTH; i = i + 1)
      begin
        if (RW1_wmask[i])
          reg_file[RW1_addr] <= RW1_wdata;
      end
    end
  end
  assign RW0_rdata = reg_file[RW0_addr];  
  assign RW1_rdata = reg_file[RW1_addr];  
endmodule
==> results.rst <==
Implementation results
======================

.. list-table::
   :header-rows: 1

   * - Metric
     - Value
   * - Fmax
     - roughly 0.25 GHz
   * - Max-slew violations
     - 0
   * - Number of hold violations in the final report
     - 0
   * - Global-route total usage across every layer
     - a little under a fifth
   * - Most repeated library cell on the critical path
     - sky130_fd_sc_hd__buf_4
   * - Worst supply voltage drop on vdd
     - approximately 47 uV
   * - Most numerous logic cells after layout
     - 387 x sky130_fd_sc_hd__clkdlybuf4s50_1, 256 x sky130_fd_sc_hd__edfxtp_1, 250 x sky130_fd_sc_hd__o21ai_0, 159 x sky130_fd_sc_hd__mux2_1, 128 x sky130_fd_sc_hd__mux4_2
   * - Time the worst path needs with I/O delays and setup
     - between 3000 and 4000 ps
   * - Number of unconstrained endpoints
     - 512
   * - Worst setup EP type
     - primary output
   * - Pwr Total
     - 1.24 mW
   * - Width of the die
     - 232 um
   * - Power share of the sequential group
     - 21.5%
   * - Buffers and inverters on the worst path
     - 3
   * - Layout overhead on the synthesized area
     - 27.7%
   * - Max FFs per register
     - ~260
   * - Hold crit path type
     - input pin to primary output
   * - Post-synth design cell area
     - about 0.016 mm2
   * - Dominant logic cell type in the layout
     - sky130_fd_sc_hd__clkdlybuf4s50_1
   * - Status
     - completed
   * - Synthesized chip area reported by yosys
     - around 0.016 mm2
   * - Seq/Total Area, Yosys
     - around half
   * - Worst Path Max Fanout
     - 26
   * - Die height
     - approximately 230 um
   * - Critical-path cell list
     - buf_4 -> buf_4 -> mux4_2 -> clkdlybuf4s50_1
   * - Count of cells resized by post-cts repair
     - 0
   * - Mapped Avg Cell Area
     - ~14 um2
   * - Boundary pin count
     - slightly below 400
   * - Number of cells in Yosys stat
     - 1111
   * - Master of the slowest instance on the critical path
     - sky130_fd_sc_hd__mux4_2
   * - Via count
     - approximately 11000
   * - Placed wire-length estimate after detailed placement
     - roughly 34 mm
   * - Initial DRC Count
     - between 500 and 600
   * - Clock power frac
     - 0%
   * - RSZ-0062 raised after global routing
     - false
   * - Switching component of the power
     - 0.440 mW
   * - Routed wire length per instance
     - between 20 and 25 um
   * - Wire length of the first global-routing pass
     - about 73 mm
   * - Cell family with most CP delay
     - buffers and inverters
   * - Internal power contribution
     - about 0.8 mW
   * - Worst setup path class
     - input pin to primary output
   * - Number of nets still failing antenna checks after routing
     - 0
   * - Die area
     - between 0.05 and 0.06 mm2
   * - Biggest register
     - reg_file
   * - Initial Utilization
     - a little under a third
   * - Number of register pins that no clock reaches
     - roughly 260
   * - Layout cells sized above 1
     - between 10% and 20%
   * - Input/output buffers
     - a little under 400
   * - Cycle use final
     - between 70% and 80%
   * - Headroom to the max-slew limit
     - between 30% and 40%
   * - Comb pwr share
     - approximately four fifths
   * - Registers with the highest flip-flop counts
     - reg_file (256)
   * - Total power per unit cell area
     - between 60 and 70 mW/mm2
   * - Signal arrival time at the worst endpoint
     - between 2000 and 3000 ps
   * - Core region area
     - 0.0517 mm2
   * - Final number of setup-violating endpoints
     - 0
   * - Static leakage
     - around 6.6 nW
   * - Detailed Route WL
     - 49.0 mm
   * - Postcts setup bufs
     - 0
   * - Tool warning count
     - 32
   * - Site row count
     - about 83
   * - Highest cell delay on the worst timing path
     - 550 ps
   * - Critical path launch point type
     - input pin
   * - Tally of yosys warning messages
     - 1
   * - Global route total overflow
     - 0
   * - Routed vias/inst
     - approximately 5.4
   * - Setup Total Neg Slack
     - 0 ps
   * - Sw frac
     - between 30% and 40%
   * - Slew at the pin closest to its max-slew limit
     - 974 ps
   * - Initial antenna violation count
     - 8
   * - Pin count of the biggest net entering global routing
     - 96
   * - Gate Count Post-Synth
     - roughly 1100
   * - Final RePlAce weighted congestion
     - 0.886
   * - Crit path DRT
     - roughly 4200 ps
   * - DRT Pass-1 Iters
     - 5
   * - Tally of max-capacitance violations
     - 0
   * - # DRC
     - 0
   * - Total of flip-flops plus latches after synthesis
     - 256
   * - Unique masters post-synth
     - 19
   * - Vias in the first global route
     - 12100
   * - Number of hold buffers added after cts
     - 0
   * - Number of inserted filler cells in the final layout
     - roughly 5000
[logic make-up after synthesis]
logic type             share of synthesized area, %
AND-OR/OR-AND                                  8.08
multiplexers                                   36.4
buffers and inverters                          4.17
AND/OR/NAND/NOR                                2.90
flip-flops                                     48.5
[per-layer routing]
metal | global-route usage, % | up-vias | wire length (um)
met2 | 32.7 | 464 | 25700
li1 | - | 5042 | -
met1 | 25.6 | 5687 | 19000
met5 | 0 | - | 48
met4 | 3.39 | 8 | 828
met3 | 5.09 | 59 | 3470
[cells in the mapped netlist]
master	n	share of area, %
sky130_fd_sc_hd__nand4bb_1	2	0.14
sky130_fd_sc_hd__nand2_1	66	1.6
sky130_fd_sc_hd__buf_2	22	0.69
sky130_fd_sc_hd__o21ai_0	250	7.9
sky130_fd_sc_hd__buf_6	22	1.6
sky130_fd_sc_hd__edfxtp_1	256	48
sky130_fd_sc_hd__clkbuf_1	63	1.5
sky130_fd_sc_hd__mux2_2	97	6.9
sky130_fd_sc_hd__nand4_1	4	0.16
sky130_fd_sc_hd__nor4_2	1	0.079
sky130_fd_sc_hd__buf_1	6	0.14
sky130_fd_sc_hd__mux4_2	128	18
sky130_fd_sc_hd__buf_4	6	0.28
sky130_fd_sc_hd__mux2_1	159	11
sky130_fd_sc_hd__or4b_1	2	0.13
sky130_fd_sc_hd__or2_2	2	0.079
sky130_fd_sc_hd__nor4_1	16	0.63
sky130_fd_sc_hd__nand2b_1	3	0.12
sky130_fd_sc_hd__o21ai_1	6	0.19
[power by group through the flow]
| stage | registers (mW) | logic, mW | clock network [mW] |
|---|---|---|---|
| 6_report | 0.266 | 0.969 | 0.000000103 |
| 5_1_grt | 0.274 | 1.05 | 0.000000103 |
| 4_1_cts | 0.267 | 0.981 | 0 |
[cell type report]
cell class / instances / area (um2) / area share (%)
diodes: 4 / 10.0 / 0.0494
multi-input cells: 736 / 7560 / 37.3
repair buffers: 417 / 4150 / 20.5
flip-flops and latches: 256 / 7690 / 38.0
well taps: 680 / 851 / 4.20
[worst paths after layout]
path	start	slack [ps]	cells after the start	end
min	RW0_addr[1]	3080	3	RW0_rdata[53]
max	RW0_addr[0]	1240	4	RW0_rdata[1]
[through the flow]
step	std cells	hold WS (ps)	utilization, %	setup slack (ps)	area, um2
2_1_floorplan	1111	2470	-	1940	15900
3_3_place_gp	2089	3090	39.1	1160	20200
3_5_place_dp	2089	3090	39.1	1180	20200
4_1_cts	2089	3090	39.1	1180	20200
5_1_grt	2093	3120	39.2	1070	20300
6_report	2093	3080	39.2	1240	20300
Power figures rest on the tool's default switching activity, not on a simulated workload.
